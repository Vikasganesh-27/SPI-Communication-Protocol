File: design/flow/run.sh
#!/bin/bash
# OpenROAD 26Q1-2900-gdf79404cd8, Yosys 0.63+post, stock flow scripts
make -C /OpenROAD-flow-scripts/flow DESIGN_CONFIG=/design/flow/config.mk WORK_HOME=/design/flow/orfs finish
File: design/flow/config.mk
export PLATFORM = sky130hd
export DESIGN_NAME = top
export DESIGN_NICKNAME = top
export VERILOG_FILES = /design/flow/design.v
export SDC_FILE = /design/flow/constraint.sdc
export NUM_CORES = 4
export LEC_CHECK = 1
export CORE_UTILIZATION = 50
File: design/flow/constraint.sdc
current_design top

set clk_period 3.9
set clk_io_pct 0.2

create_clock -name clk0 -period $clk_period [get_ports {clk}]

set non_clock_inputs [all_inputs -no_clocks]
set_input_delay [expr $clk_period * $clk_io_pct] -clock clk0 $non_clock_inputs
set_output_delay [expr $clk_period * $clk_io_pct] -clock clk0 [all_outputs]
File: design/flow/design.v
module spi_master(
    input clk, newd,rst,
    input [11:0] din, 
    output reg sclk,cs,mosi
    );
  typedef enum bit [1:0] {idle = 2'b00, enable = 2'b01, send = 2'b10, comp = 2'b11 } state_type;
  state_type state = idle;
  int countc = 0;
  int count = 0;
 always@(posedge clk)
  begin
    if(rst == 1'b1) begin
      countc <= 0;
      sclk <= 1'b0;
    end
    else begin 
      if(countc < 10 )
          countc <= countc + 1;
      else
          begin
          countc <= 0;
          sclk <= ~sclk;
          end
    end
  end
  reg [11:0] temp;
  always@(posedge sclk)
  begin
    if(rst == 1'b1) begin
      cs <= 1'b1; 
      mosi <= 1'b0;
    end
    else begin
     case(state)
         idle:
             begin
               if(newd == 1'b1) begin
                 state <= send;
                 temp <= din; 
                 cs <= 1'b0;
               end
               else begin
                 state <= idle;
                 temp <= 8'h00;
               end
             end
       send : begin
         if(count <= 11) begin
           mosi <= temp[count];  
           count <= count + 1;
         end
         else
             begin
               count <= 0;
               state <= idle;
               cs <= 1'b1;
               mosi <= 1'b0;
             end
       end
      default : state <= idle; 
   endcase
  end 
 end
endmodule
module spi_slave (
    input sclk, cs, mosi,
    output [11:0] dout,
    output reg done
    );
    typedef enum bit {detect_start = 1'b0, read_data = 1'b1} state_type;
    state_type state = detect_start;
    reg [11:0] temp = 12'h000;
    int count = 0;
    always@(posedge sclk) begin
        case(state)
            detect_start : begin
                done <= 1'b0;
                if(cs == 1'b0)
                    state <= read_data;
                else
                    state <= detect_start;
            end
            read_data : begin
                if(count <= 11)
                    begin
                        count <= count + 1;
                        temp  <= { mosi, temp[11:1]};
                    end
                else
                    begin
                        count <= 0;
                        done <= 1'b1;
                        state <= detect_start;
                    end
            end
        endcase
    end
    assign dout = temp;
endmodule
module top (
    input clk, rst, newd,
    input [11:0] din,
    output [11:0] dout,
    output done
    );
    wire sclk, cs, mosi;
    spi_master m1 (clk, newd, rst, din, sclk, cs, mosi);
    spi_slave s1  (sclk, cs, mosi, dout, done);
endmodule
interface spi_if;
  logic clk, rst, newd;
  logic [11:0] din;
  logic [11:0] dout;
  logic done;
  logic sclk, cs, mosi;
endinterface
==> impl_metrics.py <==
# Synthesis and PnR figures
metrics = {
    "cts": {
        "htree_levels": 2,
        "cts_buffer_depth": 2,
        "cts_setup_buffers": 0,
        "hold_buffers": 0,
        "clock_latency_ns": 0.27,
        "cts_tree": "yes",
        "cts_buffers": 5,
        "clock-root-buffer": "clkbuf_16",
        "cts_resized": 0,
        "clk_pin_slew_worst_paths_ns": 0.05,
    },
    "final_layout": {
        "fin_util": 0.568,
        "final_cell_area_um2": 6880,
        "post_layout_nonfiller_instances": 773,
        "areaGrowthSynthToFinish_pct": 9.87,
        "drive_gt1_frac": 0.0661,
    },
    "final_timing": {
        "finalSetupViolations": 0,
        "layout_min_cycle_time_ns": 1.91,
        "drv_slew": 0,
        "tns_ns": 0,
        "worst_pin_slew_ns": 0.784,
        "rsz0062_at_grt": "false",
        "finalHoldViolCount": 0,
        "finClkSkew_ns": 0.00183,
        "finalClockPeriodUsage": 0.489,
        "hold_slack_ns": 0.456,
        "unclocked_regs": 93,
        "slew_headroom": 0.477,
        "setup_slack_ns": 1.99,
        "fmaxAchievable_mhz": 524,
        "untimed_endpoints": 196,
    },
    "place": {
        "dp_cells": 765,
        "placed_area_um2": 6710,
        "place_congestion": 0.854,
        "hpwl_mm": 7.54,
        "pre_cts_ws_ns": 1.85,
        "placement.io_buffers": 27,
    },
    "drt": {
        "drt_iter0_markers": 254,
        "vias_per_cell": 5.48,
        "routed_wl_mm": 10.9,
        "drt_first_pass_iters": 6,
        "wire_per_inst_um": 14.1,
        "drtAntennaViolNets": 0,
        "post-route-drc-count": 0,
        "antenna_cells": 0,
        "vias": 4237,
    },
    "hold_path": {
        "hold_path_class": "reg2reg",
    },
    "yosys": {
        "synth_area_um2": 6260,
        "ys_ff": 126,
        "yosys_area_um2": 6260,
        "synth_cell_types": 47,
        "ys_cells": 583,
        "avgSynthCellArea_um2": 10.7,
        "yosysWarnings": 2,
        "synthCells": 583,
        "yosysSeqAreaShare": 0.546,
        "async_flop_share": 0,
        "synth-edff-count": 90,
        "flop_cell": "edfxtp_1",
    },
    "global_routing": {
        "grt_usage": 0.187,
        "grt_pass1_vias": 3892,
        "grt_pass1_wl_mm": 18.8,
        "grt_max_degree": 94,
        "antenna_found_initial": 0,
        "gr-total-overflow": 0,
    },
    "setup_path": {
        "path_max_fanout": 9,
        "crit_type": "reg2reg",
        "crit_path_start_kind": "register",
        "cp.required_ns": 4.05,
        "cp-end-kind": "register",
        "crit_arrival_ns": 2.06,
    },
    "power": {
        "seqPwrFrac": 0.417,
        "power.leakage_nw": 2.24,
        "switchingPower_mw": 0.157,
        "p_int_mw": 0.690,
        "p_comb_frac": 0.048,
        "power.density_nw_per_um2": 123,
        "clkPwrFrac": 0.535,
        "netSwitchingFraction": 0.186,
        "ir_drop_mv": 0.270,
        "total_power_mw": 0.847,
    },
    "die": {
        "dieArea_um2": 13000,
        "pin_count": 28,
        "core_area_um2": 12100,
        "fp_util": 0.517,
        "fp.dieH_um": 114,
        "rows": 40,
        "die_w_um": 114,
    },
    "status": {
        "status": "complete, no violations",
    },
    "job": {
        "warning_count": 25,
        "max-cap-violations": 0,
    },
}
==> cell usage in the layout, fill, tap and decap left out, types with 8 or more instances in the layout <==
cell             netlist  final
inv_1                 16     16
xor2_1                46     46
and4_1                 9      9
clkdlybuf4s50_1        0     27
a21oi_1               11     11
buf_4                  4      8
dfxtp_1               36     35
edfxtp_1              90     90
and3_1                11     11
and2_1                15     15
nor3_1                12     12
nand2_1               29     29
nor2_1               104    102
nor4_1                26     26
o21ai_0                8      8
xnor2_1               34     34
nand3_1               36     36
nand4_1               28     28
==> synth_stat cells, types with 11 or more instances <==
cell type	count	share of area
xnor2_1	34	0.048
nand3_1	36	0.029
nor2_1	104	0.062
dfxtp_1	36	0.12
xor2_1	46	0.064
nand2_1	29	0.017
clkbuf_1	12	0.0072
inv_1	16	0.0096
and2_1	15	0.015
edfxtp_1	90	0.43
a21oi_1	11	0.0088
nand4_1	28	0.028
nor3_1	12	0.0096
nor4_1	26	0.026
and3_1	11	0.011
==> sequential cells by signal, indices dropped and copies added (netlist names), 12 cells and up <==
register,cells
m1.count,32
m1.temp,12
s1.temp,12
m1.countc,32
s1.count,32
==> path summary, 6_finish.rpt <==
kind              cells after the start                    start                       end  slack [ns]
setup / recovery                      5  m1.countc[3]$_SDFF_PP0_  m1.countc[31]$_SDFF_PP0_        1.99
hold reg to reg                       1  m1.countc[0]$_SDFF_PP0_   m1.countc[0]$_SDFF_PP0_        0.46
hold / removal                        1  m1.countc[0]$_SDFF_PP0_   m1.countc[0]$_SDFF_PP0_        0.46
setup reg to reg                      5  m1.countc[3]$_SDFF_PP0_  m1.countc[31]$_SDFF_PP0_        1.99
==> power by group through the flow <==
| stage | Combinational (mW) | Clock, mW | Sequential (mW) |
|---|---|---|---|
| CTS | 0.0413 | 0.460 | 0.353 |
| global route | 0.0448 | 0.480 | 0.354 |
| finish | 0.0406 | 0.453 | 0.353 |
==> routing by layer <==
metal	vias up	wire length, um	track usage
li1	2143	-	-
met1	2022	5680	0.347
met2	68	4860	0.270
met3	4	332	0.0195
met4	0	23	0.00606
met5	-	0	0
==> critical path, cell delays in order, from the launching register on <==
cell and delay, ns:
dfxtp_1 0.42, nand4_1 0.32, nor4_4 0.64, nand4_1 0.18, xor2_1 0.17, nor2_1 0.05
==> layout make-up <==
class | instances | area (um^2)
clock buffer | 7 | 143
clock inverter | 1 | 30.0
fill | 1059 | 5230
inverter | 16 | 60.1
multi-input combinational | 420 | 2690
sequential | 126 | 3420
tap | 168 | 210
timing repair buffer | 35 | 330
==> cell families after synthesis <==
group / share of synthesized area
compound gates: 0.0284
xor+xnor: 0.112
fa+ha+maj: 0.00599
buf+inv: 0.0262
flops: 0.546
mux: 0.0124
simple gates: 0.269
No activity file was given, so power comes from the tool's default toggle rates.
